### ./run.sh
#!/bin/bash
# OpenROAD 26Q1-2900-gdf79404cd8, Yosys 0.63+post, stock flow scripts
make -C /OpenROAD-flow-scripts/flow DESIGN_CONFIG=/design/flow/config.mk WORK_HOME=/design/flow/orfs finish
### ./config.mk
export PLATFORM = sky130hd
export DESIGN_NAME = seg7_dynamic
export DESIGN_NICKNAME = seg7_dynamic
export VERILOG_FILES = /design/flow/design.v
export SDC_FILE = /design/flow/constraint.sdc
export NUM_CORES = 4
export LEC_CHECK = 1
export CORE_AREA = 10 10 106 106
export DIE_AREA = 0 0 116 116
### ./constraint.sdc
current_design seg7_dynamic

set clk_period 2.9
set clk_io_pct 0.2

create_clock -name clk0 -period $clk_period [get_ports {clk}]

set non_clock_inputs [all_inputs -no_clocks]
set_input_delay [expr $clk_period * $clk_io_pct] -clock clk0 $non_clock_inputs
set_output_delay [expr $clk_period * $clk_io_pct] -clock clk0 [all_outputs]
### ./design.v
`timescale 1ns / 1ps
module seg7_dynamic(
    input clk, rst,
    input [3:0] digit3, digit2, digit1, digit0,
    output reg [6:0] seg,
    output reg [3:0] seg_sel
);
    reg [15:0] div;
    reg [1:0] sel;
    reg [3:0] d;
    always @(posedge clk or negedge rst) begin
        if(!rst) div <= 16'd0;
        else     div <= div + 1'b1;
    end
    always @(posedge div[15] or negedge rst) begin
        if(!rst) sel <= 2'd0;
        else     sel <= sel + 1'b1;
    end
    always @(*) begin
        case(sel)
            2'd0: begin seg_sel = 4'b1110; d = digit0; end
            2'd1: begin seg_sel = 4'b1101; d = digit1; end
            2'd2: begin seg_sel = 4'b1011; d = digit2; end
            2'd3: begin seg_sel = 4'b0111; d = digit3; end
        endcase
    end
    always @(*) begin
        case(d)
            4'd0: seg = 7'b0111111;
            4'd1: seg = 7'b0000110;
            4'd2: seg = 7'b1011011;
            4'd3: seg = 7'b1001111;
            4'd4: seg = 7'b1100110;
            4'd5: seg = 7'b1101101;
            4'd6: seg = 7'b1111101;
            4'd7: seg = 7'b0000111;
            4'd8: seg = 7'b1111111;
            4'd9: seg = 7'b1101111;
            default: seg = 7'b0000000;
        endcase
    end
endmodule
==> impl_metrics.json <==
{
  "vias": 905,
  "yosysChipArea_mm2": 0.001086,
  "slew_headroom": 0.4691,
  "synthTopLogicFamily": "simple AND/OR/NAND/NOR gates",
  "wl_per_cell_um": 9.380,
  "synthAoiAreaFrac": 0.1129,
  "p_sw_uw": 104.0,
  "core_area_mm2": 0.008848,
  "vdd.ir_drop.worst_uv": 278.9,
  "hold_viol_final": 0,
  "grt_max_degree": 19,
  "status": "finished, final reports clean",
  "yosysWarnings": 1,
  "gp_congestion": 0.7592,
  "fmax_mhz": 353.0,
  "p_per_area_mw_per_mm2": 298.0,
  "area_growth_pct": 53.57,
  "path_class": "input pin to primary output",
  "mux_share": 0.02765,
  "cts-htree-levels": 1,
  "p_leak_uw": 0.0007450,
  "ys_ff": 18,
  "cts_root_buf": "clkbuf_8",
  "seq_power_share": 0.449,
  "postRouteAntennaNets": 0,
  "ctsLongestPathBuffers": 2,
  "synth_cell_types": 25,
  "clkPwrFrac": 0.390,
  "tool_warnings": 33,
  "crit_required_ns": 2.32,
  "drv_slew": 0,
  "pin_count": 29,
  "die_area_mm2": 0.01346,
  "clock_latency_ns": 0.25,
  "arrival_ns": 2.25,
  "layout_setup_ws_ns": 0.06709,
  "dp_hpwl_um": 1908,
  "start_kind": "input pin",
  "grt_usage": 0.03578,
  "setup_violations": 0,
  "cts_tree": "yes",
  "syn-cell-area_mm2": 0.001086,
  "die.size.y_um": 116,
  "unconstrained_endpoints": 6,
  "hp-class": "register to register",
  "rows": 34,
  "pwr-share-comb": 0.160,
  "dr.pass1.iters": 4,
  "synth-cells-yosys": 107,
  "grt_pass1_wl_um": 4064,
  "xor_area_frac": 0.1210,
  "path_clk_slew_ns": 0.06,
  "fillers": 965,
  "synth-adder-area-share": 0.1267,
  "drv_cap": 0,
  "grt_pass1_vias": 886,
  "p_int_uw": 393.1,
  "io_buffers": 28,
  "die-width_um": 116,
  "fp_util": 0.1227,
  "n_antenna_cell": 0,
  "min_period_over_period": 0.9769,
  "grt_overflow": 0,
  "drt_wl_total_um": 2420,
  "finClkSkew_ns": 0.001949,
  "cts_buffers": 3,
  "p_sw_frac": 0.2092,
  "finalPower_uw": 497.0,
  "routed_via_density": 3.508,
  "dpl_worst_slack_ns": -0.4081,
  "first_iter_violations": 77,
  "ys_sh_simple": 0.1555,
  "avgSynthCellArea_um2": 10.15,
  "syn-instance-count": 107,
  "critPathCaptureType": "primary output",
  "lay_top_cells": "dfrtp_1 (18), clkdlybuf4s50_1 (18), inv_1 (10), ha_1 (10), buf_4 (10)",
  "antenna_found_initial": 0,
  "period_minus_slack_ns": 2.833,
  "worstPathMaxFanout": 2,
  "worst_pin_slew_ns": 0.7939,
  "unclocked_pins": 2,
  "drc": 0,
  "ys_seq_share": 0.4147,
  "final_layout_size_suffix_gt1_frac": 0.2067
}
## sequential cells by signal (all words and copies together) (netlist names)
register,cells
div,16
sel,2
## power groups by stage
stage,sequential [µW],clock [µW],combinational [µW]
CTS,223,199,79.2
finish,223,194,79.8
global route,223,213,89.6
## layout make-up
type / count / area (µm²) / area share
well taps: 108 / 135.1 / 0.08102
inverters: 12 / 45.04 / 0.02701
repair buffers: 39 / 355.3 / 0.2131
clock buffers: 4 / 55.05 / 0.03301
flip-flops and latches: 18 / 450.4 / 0.2701
multi-input cells: 77 / 626.9 / 0.3758
## logic make-up (layout without fill, tap and decap cells)
| kind of cell | Yosys count | in the layout |
|---|---|---|
| AOI/OAI and AO/OA | 17 | 17 |
| xor gates and xnor gates | 15 | 15 |
| adders and majority gates | 11 | 11 |
| buffers and inverters | 12 | 55 |
| DFF | 18 | 18 |
| muxes | 3 | 3 |
| and+or+nand+nor | 31 | 31 |
## worst paths after layout
check / start / cells past startpoint / endpoint / slack, ns
max: digit2[1] / 10 / seg[4] / 0.07
min: div[13] / 1 / div[13] / 0.47
max reg2reg: div[2] / 4 / div[13] / 1.42
min reg2reg: div[13] / 1 / div[13] / 0.47
max in group asynchronous: rst / 1 / div[15] / 1.61
min in group asynchronous: rst / 1 / div[1] / 0.79
## worst max-delay path: stages
cell             delay (ns)
clkdlybuf4s50_1        0.42
a22oi_2                0.22
o2bb2ai_2              0.14
inv_2                  0.07
buf_4                  0.14
buf_4                  0.13
ha_1                   0.18
inv_1                  0.05
o22ai_1                0.08
dlygate4sd2_1          0.24
## what timing repair did
item / in CTS / in global routing
pin swaps: 6 / 4
resized: 17 / 9
hold buffers: 0 / 0
setup buffers: 0 / 1
endpoints found under the setup margin: 7 / 7
## synthesized netlist by cell type
cell	n	share of area
nand2_1	8	0.028
a222oi_1	3	0.028
nand4_2	1	0.012
or3_4	1	0.010
dfrtp_1	18	0.41
nor3_2	1	0.0092
a21oi_1	3	0.014
xnor2_1	7	0.056
inv_1	12	0.041
nand4_1	1	0.0058
nand2b_1	1	0.0058
nor2b_1	4	0.023
nand3_2	1	0.0092
mux2i_1	3	0.028
nor3_1	2	0.0092
o22ai_1	6	0.035
a21o_1	1	0.0069
o2bb2ai_1	1	0.0081
a21oi_2	1	0.0081
o21a_1	1	0.0069
nand3_1	5	0.023
ha_1	11	0.13
nor2_1	6	0.021
xor2_1	8	0.065
a22oi_1	1	0.0069
## per-stage QoR
stage	utilization	hold WS (ns)	cells	instance area, µm²	setup TNS (ns)
5_1_grt	0.1885	0.4891	258	1668	-0.03932
4_1_cts	0.1852	0.4716	257	1639	0
6_report	0.1885	0.4655	258	1668	0
2_1_floorplan	-	0.2844	107	1086	0
3_3_place_gp	0.1782	0.4582	253	1577	-1.871
3_5_place_dp	0.1782	0.4619	253	1577	-1.937
## layer usage
| metal | vias up | routed length (µm) | track usage |
|---|---|---|---|
| met2 | 35 | 861 | 0.04702 |
| met3 | 2 | 229 | 0.01465 |
| met4 | 0 | 4 | 0.0008340 |
| met1 | 415 | 1325 | 0.05572 |
| met5 | - | 0 | 0 |
| li1 | 453 | - | - |
Power figures rest on the tool's default switching activity, not on a simulated workload.
