## design.v

```verilog
`timescale 1ns / 1ps
module binary_to_bcd(
    input  [7:0] bin,
    output reg [3:0] bcd2,  
    output reg [3:0] bcd1,  
    output reg [3:0] bcd0   
);
    integer i;
    reg [19:0] shift;
    always @(*) begin
        shift = 20'd0;
        shift[7:0] = bin;
        for(i=0;i<8;i=i+1) begin
            if(shift[11:8] >= 5)  shift[11:8]  = shift[11:8]  + 3;
            if(shift[15:12] >= 5) shift[15:12] = shift[15:12] + 3;
            if(shift[19:16] >= 5) shift[19:16] = shift[19:16] + 3;
            shift = shift << 1;
        end
        bcd2 = shift[19:16];
        bcd1 = shift[15:12];
        bcd0 = shift[11:8];
    end
endmodule
```

## run.sh

```bash
#!/bin/bash
# OpenROAD 26Q1-2900-gdf79404cd8, Yosys 0.63+post, stock flow scripts
make -C /OpenROAD-flow-scripts/flow DESIGN_CONFIG=/design/flow/config.mk WORK_HOME=/design/flow/orfs finish
```

## config.mk

```make
export PLATFORM = sky130hd
export DESIGN_NAME = binary_to_bcd
export DESIGN_NICKNAME = binary_to_bcd
export VERILOG_FILES = /design/flow/design.v
export SDC_FILE = /design/flow/constraint.sdc
export NUM_CORES = 4
export LEC_CHECK = 1
export CORE_AREA = 10 10 70 70
export DIE_AREA = 0 0 80 80
```

## constraint.sdc

```tcl
current_design binary_to_bcd

set clk_period 8.1
set clk_io_pct 0.2

create_clock -name clk0 -period $clk_period

set non_clock_inputs [all_inputs -no_clocks]
set_input_delay [expr $clk_period * $clk_io_pct] -clock clk0 $non_clock_inputs
set_output_delay [expr $clk_period * $clk_io_pct] -clock clk0 [all_outputs]
```

==> impl_summary.log <==
[flow] summary of implementation run
INFO  metric cp_data_required_time = 6480 ps
INFO  metric sequential_cell_area = 0 µm²
INFO  metric fin_total_pwr = 296 µW
INFO  metric ys_cells = 151
INFO  metric yosys_area = 1080 µm²
INFO  metric final_hpwl_from_detailed_placement = 2280 µm
INFO  metric detail_route.drc_violations = 0
INFO  metric design.seq.count = 0
INFO  metric finalWeightedCongestion = 0.861
INFO  metric clock_buffers = 0
INFO  metric worstMarginPinSlew = 710 ps
INFO  metric die_height = 80 µm
INFO  metric via_count = 1,299
INFO  metric post_synth_instance_area = ~1100 µm²
INFO  metric max-slew-margin-rel = 51.3%
INFO  metric layout-area-overhead-vs-synth = 61.2%
INFO  metric design.core.area = 3420 µm²
INFO  metric cp-end-kind = output pin
INFO  metric post_drt_wl_per_cell = 11.7 µm
INFO  metric fin_crit = just under 8000 ps
INFO  metric synthDominantAreaCellType = sky130_fd_sc_hd__ha_1
INFO  metric grt.overflow.total = 0
INFO  metric outcome = finished, final reports clean
INFO  metric port_buffers = 16
INFO  metric wl = 2940 µm
INFO  metric initial_core_util = about a third
INFO  metric vdd.ir_drop.worst = between 0.07 and 0.08 mV
INFO  metric critical_path.max_fanout = 3
INFO  metric slew_violations = 0
INFO  metric first_iter_violations = 50
INFO  metric critical_path_arrival = 6150 ps
INFO  metric global_route.usage.total = 9.15%
INFO  metric floorplan.die.width = 80 µm
INFO  metric worstHoldPathType = in -> out
INFO  metric chipArea = 6400 µm²
INFO  metric openroad.warnings = 36
INFO  metric power-per-cell-area = 171 nW/µm²
INFO  metric num-fill-cells = 331
INFO  metric worst-setup-path-type = in -> out
INFO  metric setup_viol = 0
INFO  metric dpl-instance-area = about 1500 µm²
INFO  metric rsz0062_at_grt = no
INFO  metric synthesis.area_per_instance = 7.13 µm²
INFO  metric max-cap-violations = 0
INFO  metric post_place_worst_slack = -530 ps
INFO  metric power.leakage = 0.000750 µW
INFO  metric post-route-worst-setup-slack = 327 ps
INFO  metric grt_pass1_wl = 5230 µm
INFO  metric rows = 21
INFO  metric synthDistinctLibCells = 51
INFO  metric via_per_inst = 5.15
INFO  metric synth_seq_share = 0%
INFO  metric antenna_cells = 0
INFO  metric final-hold-violation-count = 0
INFO  metric first_global_vias = 1,248
INFO  metric num_io_pins = 20
INFO  metric cts.hold.buffers_added = 0
INFO  metric drive_above_1_share = 42.2%
INFO  metric ys.warnings.count = 1
INFO  metric synth.area.top_cells = sky130_fd_sc_hd__ha_1 10%, sky130_fd_sc_hd__nand2_1 5.9%, sky130_fd_sc_hd__mux2i_1 5.6%
INFO  metric drt.antenna.violating_nets = 0
INFO  metric grt_antenna_before_repair = 0
INFO  metric grt_start_max_net_pins = 13
INFO  metric layout_worst_path_cycle_share = between 90% and 100%
INFO  metric syn-instance-count = about 150
INFO  metric finish.instance_area = 1730 µm²
INFO  metric drt_pass1_iterations = 4
INFO  metric synth_top_area_share = 10.5%
INFO  metric finalCoreUtilization = 50.8%
INFO  metric clock.fmax = 129 MHz
INFO  metric cp-start-kind = input pin
[placed cells by master (no fill, tap or decap), types with 3 or more instances in the layout]
| cell | Yosys | final |
|---|---|---|
| sky130_fd_sc_hd__ha_2 | 0 | 6 |
| sky130_fd_sc_hd__nor2_1 | 12 | 12 |
| sky130_fd_sc_hd__mux2i_1 | 6 | 6 |
| sky130_fd_sc_hd__o211ai_1 | 3 | 3 |
| sky130_fd_sc_hd__a21oi_1 | 10 | 7 |
| sky130_fd_sc_hd__mux2_4 | 2 | 3 |
| sky130_fd_sc_hd__clkdlybuf4s50_1 | 0 | 12 |
| sky130_fd_sc_hd__nand2_1 | 17 | 17 |
| sky130_fd_sc_hd__nand3_1 | 3 | 3 |
| sky130_fd_sc_hd__dlygate4sd2_1 | 0 | 3 |
| sky130_fd_sc_hd__o21ai_0 | 9 | 8 |
| sky130_fd_sc_hd__a21oi_2 | 2 | 3 |
| sky130_fd_sc_hd__a211oi_1 | 3 | 3 |
| sky130_fd_sc_hd__buf_4 | 3 | 44 |
| sky130_fd_sc_hd__nor3_1 | 8 | 7 |
| sky130_fd_sc_hd__mux2_2 | 3 | 3 |
| sky130_fd_sc_hd__inv_1 | 9 | 8 |
[worst max-delay path, cell delays in order]
cell and delay (ps):
sky130_fd_sc_hd__dlygate4sd2_1 250, sky130_fd_sc_hd__inv_2 70, sky130_fd_sc_hd__ha_1 130, sky130_fd_sc_hd__inv_1 40, sky130_fd_sc_hd__ha_2 170, sky130_fd_sc_hd__a21oi_2 170, sky130_fd_sc_hd__xnor2_2 160, sky130_fd_sc_hd__ha_2 220
sky130_fd_sc_hd__nand2b_4 140, sky130_fd_sc_hd__a21oi_4 60, sky130_fd_sc_hd__xnor2_2 150, sky130_fd_sc_hd__buf_4 140, sky130_fd_sc_hd__ha_2 190, sky130_fd_sc_hd__nor2b_4 130, sky130_fd_sc_hd__nor2_1 70, sky130_fd_sc_hd__mux2i_1 170
sky130_fd_sc_hd__a31oi_2 140, sky130_fd_sc_hd__o21ba_4 220, sky130_fd_sc_hd__or3_4 330, sky130_fd_sc_hd__and2_4 180, sky130_fd_sc_hd__ha_4 160, sky130_fd_sc_hd__nor3_4 150, sky130_fd_sc_hd__nand2_1 70, sky130_fd_sc_hd__mux2_4 280
sky130_fd_sc_hd__a32oi_2 230, sky130_fd_sc_hd__buf_4 140, sky130_fd_sc_hd__mux2i_1 150, sky130_fd_sc_hd__dlygate4sd2_1 210
[what timing repair did]
action / CTS / global route
setup endpoints to repair: 3 / 3
buffers inserted: 5 / 2
pin swaps: 11 / 9
resized: 25 / 12
[kinds of logic (layout without fill, tap and decap cells)]
logic type,after synthesis,in the layout,synth area share [%]
fa+ha+maj,9,9,10.5
mux,14,14,15.1
xor+xnor,4,4,3.26
compound gates,50,50,36.7
simple gates,57,57,26.6
other cells,1,2,0.349
buf+inv,16,70,7.44
[worst paths after layout]
check,startpoint,cells past startpoint,to
worst min-delay path,bin[0],0,bcd0[0]
worst max-delay path,bin[6],28,bcd1[2]
[through the flow]
step / setup TNS [ps] / hold slack [ps] / std cells
5_1_grt: 0 / 3240 / 252
3_3_place_gp: -1140 / 3240 / 245
4_1_cts: -5.01 / 3240 / 250
2_1_floorplan: 0 / 3310 / 152
6_report: 0 / 3240 / 252
3_5_place_dp: -1210 / 3240 / 245
[where the power goes]
group | switching [µW] | internal, µW
Sequential | 0 | 0
Clock | 0 | 0
Combinational | 131 | 165
[layout make-up]
class              instances  area (µm²)  area share, %
inverters                  9        33.8           1.95
multi-input cells        136        1140           65.9
well taps                 46        57.6           3.32
repair buffers            61         500           28.9
[synthesized netlist by cell type (all sizes together) (2+ instances only)]
library cell   n
a21oi         12
buf            5
a22oi          3
nand4          2
o21ai          9
nand2b         2
ha             9
a211oi         3
clkbuf         2
o21ba          2
nor2          12
nand3          3
a31oi          2
and3           2
mux2           6
or2            2
a221o          2
o221ai         3
xnor2          4
inv            9
a21o           2
nor2b          3
or3            3
nand2         17
o211ai         3
mux2i          8
nor3           8
[routing by layer]
metal / GRT usage (%) / part of all wire [%] / vias to the layer above
li1: - / - / 679
met1: 13.0 / 51 / 603
met2: 15.5 / 46 / 17
met3: 0.682 / 3.3 / 0
met4: 0.176 / 0 / 0
met5: 0 / 0 / -
No activity file was given, so power comes from the tool's default toggle rates.
